### config.mk
export PLATFORM = sky130hd
export DESIGN_NAME = compare_4
export DESIGN_NICKNAME = compare_4
export VERILOG_FILES = /design/flow/design.v
export SDC_FILE = /design/flow/constraint.sdc
export NUM_CORES = 4
export LEC_CHECK = 1
export CORE_AREA = 10 10 70 70
export DIE_AREA = 0 0 80 80
### design.v
module compare_4(A,B,A_gt_B,A_lt_B,A_eq_B);
input [3:0]A,B;
output A_gt_B,A_lt_B,A_eq_B;
wire [3:0]x;
assign x[0] = ~(A[0]^B[0]);
assign x[1] = ~(A[1]^B[1]);
assign x[2] = ~(A[2]^B[2]);
assign x[3] = ~(A[3]^B[3]);
assign A_gt_B = ((A[3]&(~B[3]))|(x[3]&A[2]&(~B[2]))|(x[3]&x[2]&A[1]&(~B[1]))|(x[3]&x[2]&x[1]&A[0]&(~B[0])));
assign A_lt_B = (((~A[3])&B[3])|(x[3]&(~A[2])&B[2])|(x[3]&x[2]&(~A[1])&B[1])|(x[3]&x[2]&x[1]&(~A[0])&B[0]));
assign A_eq_B = x[3]&x[2]&x[1]&x[0];
endmodule
### constraint.sdc
current_design compare_4

set clk_period 3.3
set clk_io_pct 0.2

create_clock -name clk0 -period $clk_period

set non_clock_inputs [all_inputs -no_clocks]
set_input_delay [expr $clk_period * $clk_io_pct] -clock clk0 $non_clock_inputs
set_output_delay [expr $clk_period * $clk_io_pct] -clock clk0 [all_outputs]
### run.sh
#!/bin/bash
# OpenROAD 26Q1-2900-gdf79404cd8, Yosys 0.63+post, stock flow scripts
make -C /OpenROAD-flow-scripts/flow DESIGN_CONFIG=/design/flow/config.mk WORK_HOME=/design/flow/orfs finish
==> results.txt <==
Outcome = completed
Critical path's slowest cell = clkdlybuf4s50_1
Via density = 2.092
Clk pwr share = 0%
Detailed Route WL = 504 µm
Filler Cells Inserted = 410
Flop area = 0 µm²
DRT antenna net count = 0
Drt pass-1 iters = 2
Crit path DRT = 2.64 ns
Tcrit/Tclk final = 94.80%
GRT Residual Overflow = 0
Max cap viols = 0
Synth cell types = 9
Routed wire per std cell = 6.632 µm
# resized after CTS = 0
Leak = 0.0001122 µW
Register area share after synthesis = 0%
Synth Instances = 19
Setup Viol. Count Final = 0
Setup TNS = 0 ns
I/O Pins = 11
Fmax = 319.6 MHz
Worst hold path class = in -> out
Yosys warning tally = 0
Floorplan utilization = 4.066%
Relative slew slack = 85.66%
Die area = 6400 µm²
Final min period = 3.128 ns
Family with the most delay on the worst path = buffers and inverters
Die W = 80 µm
Syn Std Cell Area = 138.9 µm²
Layout cells sized above 1 = 0%
Log Warnings = 33
Cell Int Power = 21.29 µW
Placed cell area = 306.5 µm²
CP cell instances = clkdlybuf4s50_1 -> inv_1 -> ha_1 -> and3b_1 -> a311oi_1 -> o21ai_1 -> clkdlybuf4s50_1
CP bufs+invs = 3
Sequential power share = 0%
Hold Fails Final Rpt = 0
Die height = 80 µm
FF+latch count = 0
CP most frequent cell = clkdlybuf4s50_1
Row count = 21
First-pass GRT wire length = 738 µm
Largest net degree at the start of global routing = 6
Yosys stat area = 138.9 µm²
RePlAce Congestion = 0.7311
All-Layer GR Usage = 1.432%
Core area = 3416 µm²
Port bufs = 11
Total number of vias = 159
Vias in the first global route = 158
Number of inserted diodes = 0
Initial detailed-routing violation count = 5
Post-CTS Hold Fix Bufs = 0
Kind of critical path = in -> out
Slew at the pin with the worst max-slew slack = 0.2137 ns
Area Growth Syn to Fin = 120.7%
Number of remaining DRC errors = 0
RSZ-0062 raised after global routing = false
Switching share of power = 32.30%
Post-route cell area = 306.5 µm²
Yosys Instances = 19
Worst setup SP type = input pin
Final Max-Slew Violation Tally = 0
Peak per-stage delay on the critical path = 0.48 ns
Peak VDD IR = 0.01279 mV
Clock buffers = 0
Initial antenna violation count = 0
CP Max Fanout = 5
Syn_area_per_cell = 7.310 µm²
Crit. End Element = primary output
PD cells = 102.6 nW/µm²
Comb pwr share = 100.0%
Overall Power = 31.45 µW
Post CTS Setup Buffer Count = 0
Comb area = 131.4 µm²
NetSw = 10.16 µW
WP data arrival = 2.47 ns
## path summary, 6_finish.rpt
path,start,end,depth (start not counted)
worst min-delay path,B[0],A_lt_B,4
worst max-delay path,A[3],A_lt_B,7
## cell families (layout without fill, tap and decap cells)
| group | after synthesis | count (layout) | share of synthesized area, % |
|---|---|---|---|
| AND-OR/OR-AND | 4 | 4 | 19.82 |
| XOR/XNOR | 1 | 1 | 6.307 |
| adder cells (fa/ha/maj) | 2 | 2 | 18.02 |
| buffers and inverters | 2 | 13 | 5.407 |
| AND/OR/NAND/NOR | 10 | 10 | 50.45 |
## cell type report
class | count | area share (%)
well taps | 46 | 18.78
multi-input cells | 17 | 42.86
repair buffers | 11 | 35.92
inverters | 2 | 2.449
## stage by stage
stage               setup slack [ns]  hold WS [ns]  instances  utilization (%)
floorplan                      1.179         1.422         19                -
global placement              0.1797         2.315         76            8.974
detailed placement            0.1496         2.320         76            8.974
CTS                           0.1471         2.320         76            8.974
global route                 0.08031         2.351         76            8.974
finish                        0.1715         2.302         76            8.974
## power groups by stage
stage | combinational, µW | clock, µW | sequential (µW)
finish | 31.5 | 0 | 0
CTS | 32.0 | 0 | 0
global route | 34.9 | 0 | 0
## metal layers
metal | global-route usage (%) | up-vias | share of wire, %
met4 | 0 | 0 | 0
met5 | 0 | - | 0
met2 | 2.087 | 7 | 38
met1 | 1.912 | 60 | 49
met3 | 0.7955 | 0 | 13
li1 | - | 92 | -
## cells in the mapped netlist
master / instances / area share [%]
nand4_1: 1 / 4.5
o21ai_1: 2 / 7.2
nand2b_1: 4 / 18
and3b_1: 3 / 19
nor2b_1: 2 / 9.0
xnor2_1: 1 / 6.3
ha_1: 2 / 18
inv_1: 2 / 5.4
a311oi_1: 2 / 13
## cell usage in the layout (no fill, tap or decap), drive strengths merged
master	instances
nand4	1
and3b	3
clkdlybuf4s50	11
a311oi	2
nor2b	2
ha	2
o21ai	2
xnor2	1
nand2b	4
inv	2
Power is estimated from default activity; no workload was simulated.
