File: config.mk
export PLATFORM = sky130hd
export DESIGN_NAME = alu_design
export DESIGN_NICKNAME = alu_design
export VERILOG_FILES = /design/flow/design.v
export SDC_FILE = /design/flow/constraint.sdc
export NUM_CORES = 4
export LEC_CHECK = 1
export CORE_AREA = 10 10 112 112
export DIE_AREA = 0 0 122 122
File: constraint.sdc
current_design alu_design

set clk_period 1.0
set clk_io_pct 0.2

create_clock -name clk0 -period $clk_period [get_ports {CLK}]

set non_clock_inputs [all_inputs -no_clocks]
set_input_delay [expr $clk_period * $clk_io_pct] -clock clk0 $non_clock_inputs
set_output_delay [expr $clk_period * $clk_io_pct] -clock clk0 [all_outputs]
File: design.v
module alu_design(A,B,CTRL,CLK,RST,R,O,N,Z);
parameter n=16;
input signed [n-1:0] A,B;
input [1:0] CTRL;
input CLK, RST;
output reg signed [n-1:0] R;
output reg O, N, Z;
reg temp;
always@(posedge CLK or negedge RST)
  if(!RST)
    begin 
    R=0;
    O=1'b0;
    N=1'b0; 
    Z=1'b0;
    end
  else
    begin
    case(CTRL)
    2'b00: 
    begin
         {temp,R}=A+B; N=R[n-1]; 
         O = temp^R[n-1];
    end
    2'b01: 
    begin 
    {temp,R}=A-B; N=R[n-1]; 
    O = temp^R[n-1];
    end
    2'b10: begin R=A&B; O=1'b0; N=R[n-1]; end
    2'b11: begin R=A|B; O=1'b0; N=R[n-1]; end
    endcase
    Z=((R==0)?1'b1:1'b0);
    end
  endmodule
File: run.sh
#!/bin/bash
# OpenROAD 26Q1-2900-gdf79404cd8, Yosys 0.63+post, stock flow scripts
make -C /OpenROAD-flow-scripts/flow DESIGN_CONFIG=/design/flow/config.mk WORK_HOME=/design/flow/orfs finish
==> job_summary.md <==
### Metrics collected by this job

| Metric | Value |
|---|---|
| Switching power | 1.544 mW |
| Diodes inserted | 0 |
| Number of setup violations in the final report | 17 |
| CP Data Arrival Time | 2.91 ns |
| Fin cells | 681 |
| Longest Clk Path Bufs | 2 |
| Total grt overflow | 0 |
| Comb pwr share | 0.693 |
| Most frequent logic cell in the layout | buf_4 |
| Drt first pass iters | 4 |
| Logic area | 2799 um^2 |
| Global-route wire length before repair | 15650 um |
| CTS Sinks | 18 |
| Fill count | 893 |
| Highest routed layer | met4 |
| # H-tree levels | 1 |
| Slew @ Worst Pin | 0.5485 ns |
| Setup ws final | -1.764 ns |
| Largest net degree at the start of global routing | 19 |
| HP Class | input pin to async pin |
| # DRC | 0 |
| CTS root buffer | clkbuf_8 |
| CP cell instances | buf_8 -> inv_4 -> ha_4 -> inv_2 -> fa_2 -> nand2b_4 -> a211oi_4 -> o211a_1 -> or4_4 -> o41ai_4 -> xnor2_1 -> o21ai_1 -> or4_4 -> nor4_4 |
| WP depth | 14 |
| Critical Path End | Z$_DFF_PN0_ |
| Number of I/O pins | 55 |
| Post-route setup TNS | -17.01 ns |
| CP most frequent cell | or4_4 |
| Area Overhead vs Synth | 93.81% |
| Share of cells above drive strength 1 | 0.5688 |
| Met3 WL | 611 um |
| Failing checks | negative setup slack |
| Chip Area, Yosys | 2771 um^2 |
| Max cap viols | 0 |
| CP Launch Point | A[0] |
| Post-Synthesis Cell Area | 2771 um^2 |
| GP Congestion | 0.9398 |
| Max incr delay on CP | 0.54 ns |
| Initial antenna violation count | 0 |
| Cycle use final | 2.764 |
| Final HPWL DP | 7534 um |
| CTS tree | yes |
| Chip Height | 122 um |
| Int Pwr | 2.710 mW |
| DR WL met2 | 4211 um |
| Cts bufs inserted | 3 |
| Seq pwr share | 0.202 |
| Seq share, synth | 0.1625 |
| CP endpoint kind | flop |
| Pwr Density | 792.0 nW/um^2 |
| Relative slew slack | 0.6310 |
| CP Buf/Inv Count | 3 |
| Leakage | 2.490 nW |
| RSZ-0062 raised after global routing | true |
| Fmax | 361.8 MHz |
| Setup CP Type | input pin to flop |
| Via density | 4.695 |
| DR WL/cell | 14.09 um |
| Chip area | 14880 um^2 |
| Crit Path Max Fanout | 2 |
| M1 WL | 4723 um |
| PortBufs | 54 |
| Dominant flop cell | dfrtp_1 |
| Stage-log warning count | 60 |
| Vias in the first global route | 3247 |
| Vias | 3197 |
| Tot GR Track Use | 0.1251 |
| Number of synthesized flops with an enable pin | 0 |
| Number of synthesis warnings | 1 |
| Core area | 10230 um^2 |
| Cells after Synth | 355 |
| Fin. Hold Viols | 0 |
| Initial Util | 0.2709 |
| Flop area | 450.4 um^2 |
| Critical Path RT | 1.15 ns |
| Antenna-violating nets left | 0 |
| Row Count | 37 |
| Sw Ratio | 0.3630 |
| Clock power share | 0.105 |
| Cell count after placement | 651 |
| Max-slew violations | 0 |
| Iter 0 DRT Violations | 175 |
| DRT Wirelength | 9594 um |
| DIE WIDTH | 122 um |
| Setup crit start kind | input pin |
| Yosys cell count | 355 |
| Most frequent logic cells in the routed design | 128 x buf_4, 27 x ha_1, 25 x nand2_1, 25 x buf_6, 21 x nor2_1 |
| Util after Layout | 0.5250 |
| Worst VDD drop | 447.0 uV |
| Tmin final | 2.764 ns |
| Slowest-stage cell, CP | or4_4 |
| CTS hold repair buffers | 0 |
| Reg clk slew, reported paths | 0.06 ns |
| Ys async rst share | 1.000 |
| Syn Area/Cell | 7.807 um^2 |
| Synth cell types | 66 |
| CP delay by family, top | simple AND/OR/NAND/NOR gates |
| Status | finished with violations |
| Flops after synth | 18 |
## timing repair
action	in CTS	in global routing
gates resized	244	51
pin swaps	57	55
setup buffers	30	12
setup endpoints to repair	37	25
cloned	0	0
## through the flow
step                      setup WS (ns)  total power [mW]  instance area, um^2  hold slack [ns]
after CTS                        -1.835             4.123                 5225           0.2976
after global routing             -1.874             4.568                 5371           0.3119
final                            -1.764             4.254                 5371           0.2990
after detailed placement         -2.469             3.229                 4536           0.5482
after floorplan                  -1.690             1.976                 3007         -0.09559
after global placement           -2.425             3.223                 4536           0.5542
## area by class of cell
cell class,count,share of cell area
inverters,48,0.04216
repair buffers,205,0.3135
multi-input cells,271,0.5211
flip-flops and latches,18,0.08386
well taps,136,0.03168
clock buffers,3,0.007687
## synthesized netlist by cell type, drive strengths merged, types with 2 or more instances
cell | instances | area (um^2)
nand2b | 4 | 25.02
xnor2 | 10 | 87.58
and4 | 2 | 17.52
nor4 | 3 | 25.02
nand3 | 3 | 15.01
nor2 | 26 | 97.59
inv | 47 | 176.4
or3 | 5 | 31.28
a2111oi | 2 | 23.77
clkbuf | 10 | 37.54
a21oi | 18 | 93.84
o21ai | 16 | 80.08
or4 | 2 | 15.01
xor2 | 6 | 52.55
nor2b | 6 | 37.54
a211oi | 8 | 65.06
a21o | 6 | 45.04
o21bai | 7 | 52.55
mux2i | 3 | 30.03
o21a | 4 | 30.03
dfrtp | 18 | 450.4
o31ai | 6 | 50.05
a31oi | 8 | 50.05
buf | 8 | 47.54
nand4 | 3 | 18.77
fa | 2 | 40.04
nand2 | 27 | 101.4
o211ai | 8 | 60.06
ha | 48 | 600.6
nor3 | 11 | 55.05
nand3b | 2 | 15.01
## power groups by stage
| stage | clock network, mW | registers [mW] | logic (mW) |
|---|---|---|---|
| after CTS | 0.472 | 0.862 | 2.79 |
| after global routing | 0.500 | 0.869 | 3.20 |
| final | 0.448 | 0.860 | 2.95 |
## how the worst min path moves through the flow
| stage | startpoint | end | slack (ns) | depth (start not counted) |
|---|---|---|---|---|
| after CTS | RST | R[2]$_DFF_PN0_ | 0.30 | 2 |
| after global routing | RST | R[5]$_DFF_PN0_ | 0.31 | 2 |
| final | RST | R[2]$_DFF_PN0_ | 0.30 | 2 |
## registers in the layout, indices dropped and copies added, names as in the netlist
signal / cells
R: 15
N: 1
O: 1
Z: 1
## metal layers
metal / vias up / GRT usage
met5: - / 0
met4: 0 / 0.008197
met3: 6 / 0.02113
met2: 75 / 0.1945
met1: 1499 / 0.1857
li1: 1617 / -
## logic make-up (layout without fill, tap and decap cells)
group | after synthesis | in the layout | synth area share
and+or+nand+nor | 103 | 103 | 0.1914
AOI/OAI and AO/OA | 97 | 97 | 0.2456
buffers and inverters | 66 | 256 | 0.09571
adders and majority gates | 50 | 50 | 0.2312
DFF | 18 | 18 | 0.1625
xor gates and xnor gates | 16 | 16 | 0.05056
muxes | 5 | 5 | 0.02302
Power is estimated from default activity; no workload was simulated.
