[flow/config.mk]
export PLATFORM = sky130hd
export DESIGN_NAME = priority_en_ex
export DESIGN_NICKNAME = priority_en_ex
export VERILOG_FILES = /design/flow/design.v
export SDC_FILE = /design/flow/constraint.sdc
export NUM_CORES = 4
export LEC_CHECK = 1
export CORE_AREA = 10 10 70 70
export DIE_AREA = 0 0 80 80
[flow/constraint.sdc]
current_design priority_en_ex

set clk_period 3.2
set clk_io_pct 0.2

create_clock -name clk0 -period $clk_period [get_ports {clk}]

set non_clock_inputs [all_inputs -no_clocks]
set_input_delay [expr $clk_period * $clk_io_pct] -clock clk0 $non_clock_inputs
set_output_delay [expr $clk_period * $clk_io_pct] -clock clk0 [all_outputs]
[flow/design.v]
module priority_en_ex(d,q,clk,rst,load,countup,countdown);
  parameter N=3;
  input [N:0] d;
  input clk,rst,load,countup,countdown;
  output reg [N:0] q;
  always@(posedge clk or negedge rst)
   begin
    if(!rst)
      q<=0;
    else
      begin
     if(load)
        q <= d;
  else if(~load&&countup)
        q <= q+1;
  else if(~load&&~countup&&countdown)
        q <= q-1;
  else
        q <= q;
      end
   end
endmodule 
[flow/run.sh]
#!/bin/bash
# OpenROAD 26Q1-2900-gdf79404cd8, Yosys 0.63+post, stock flow scripts
make -C /OpenROAD-flow-scripts/flow DESIGN_CONFIG=/design/flow/config.mk WORK_HOME=/design/flow/orfs finish
==> metrics.sh <==
WORST_HOLD_PATH_TYPE='in2async'
WORST-ENDPOINT-ARRIVAL_PS=2440
SLEW_HEADROOM_PCT=75.37
DRIVE_GT1_SHARE_PCT=10.87
YOSYSWARNINGS=1
CLK_LATENCY_PS=230
DETAILEDROUTE.FIRSTITERATIONVIOLATIONS=7
FIN_WORST_SKEW_PS=3.231
FP.COREAREA_UM2=3416
FINAL_MIN_PERIOD_OVER_CLOCK_PERIOD_PCT=73.27
DRV_SLEW=0
SEQ_AREA_FRAC_SYNTH_PCT=31.75
TOP_LEVEL_PORTS=13
NETLIST_AREA_UM2=315.3
VIAS=268
YS_FF=4
DIE.SIZE.Y_UM=80
DRCVIOLATIONCOUNT=0
TIMING.FINAL.CRIT_PERIOD_PS=2345
REGISTERS.TOP_BY_FF_COUNT='q'
ROUTED_WL_UM=855
GRT_START_MAX_NET_PINS=13
LARGEST_REGISTERS='q: 4 flops'
HTREE_LEVELS=1
HOLD_VIOLATIONS=0
DETAIL_ROUTED_VIA_COUNT_PER_CELL=2.913
AREA_DELTA_SYNTH_FINAL_PCT=61.91
OUTCOME='completed'
CTS.REPAIR.RESIZED=0
TIMING.FINAL.SETUP_VIOLATIONS=0
FIN_UTIL_PCT=14.95
ROUTEDWLPERCELL_UM=9.293
CTS_MADE_BUFFERS=3
CLOCK_SINK_COUNT=4
MAXIMUM_BUFFER_DEPTH_OF_THE_CLOCK_TREE=2
SYNTH.LIB_CELLS_USED.DISTINCT=20
IO_BUFFERS=12
DATA_REQUIRED_CRITICAL_PATH_PS=3300
ANTENNA_LEFT=0
PWR_DENSITY_CELL_nW_PER_UM2=421.9
DIEAREA_UM2=6400
INTERNAL_POWER_uW=150.9
WORST_SETUP_PATH_END_KIND='flop'
PLACE_CONGESTION=0.7932
ACHIEVABLE-FREQUENCY_MHz=426.5
GRT.OVERFLOW.TOTAL=0
GLOBAL_ROUTE.USAGE.TOTAL_PCT=2.668
LARGEST_REG_FLOPS=4
LAYOUT_TOP_CELLS='sky130_fd_sc_hd__clkdlybuf4s50_1 (12), sky130_fd_sc_hd__nand2_1 (5), sky130_fd_sc_hd__dfrtp_1 (4)'
ANTENNA_VIOLATIONS_BEFORE_REPAIR=0
DRV.MAX_CAP_VIOLATION_COUNT=0
GRT_PASS1_VIAS=286
ANTENNA_DIODE_INSTANCE_COUNT=0
WORST_SLEW_PIN_SLEW_PS=368.2
DIE_WIDTH_UM=80
CRITICAL_PATH_CLASS='in2reg'
CPPEAKSTAGEDELAY_PS=590
CTS_TREE='yes'
CRIT_PATH_CELL_TRACE='clkdlybuf4s50_1 -> or2b_1 -> ha_1 -> a21oi_1 -> o2bb2ai_1 -> o2111ai_2'
TNS_PS=0
FINAL_COMMON_CELL='sky130_fd_sc_hd__clkdlybuf4s50_1'
TOOL_WARNINGS=25
POWER.SWITCHING_FRACTION_PCT=29.95
POWER.SHARE.CLOCK_PCT=29.1
POWER.SEQUENTIAL.FRACTION_PCT=33.2
FLOORPLANUTILIZATION_PCT=9.231
POSTCTSSETUPBUFFERS=0
CTS.REPORTEDPATHS.CLKPINSLEW_PS=40
FINAL_CELL_COUNT_NO_FILL=92
GRT_PASS1_WL_UM=1359
WORSTPATHMAXFANOUT=12
POWER_SWITCHING_uW=64.49
STD_CELL_ROWS=21
SYN_INST=32
START_KIND='input port'
CTSHOLDBUFFERS=0
STATIC_LEAKAGE_POWER_nW=0.1892
VDD_IR_DROP_MAX_mV=0.1239
DRT-PASS1-ITER-COUNT=3
YS_CHIP_AREA_UM2=315.3
CTSROOTBUFFERMASTER='sky130_fd_sc_hd__clkbuf_4'
CP_MAX_STAGE_CELL='sky130_fd_sc_hd__clkdlybuf4s50_1'
GRT_SETUP_UNREPAIRED='false'
PLACED_CELL_COUNT=89
YS_CELLS=32
PWR-SHARE-COMB_PCT=37.8
POST_SYNTH.CELL_AREA_AVG_UM2=9.853
FINALHOLDWORSTSLACK_PS=601.4
## final timing paths
| path | startpoint | endpoint | slack [ps] | cells after the start |
|---|---|---|---|---|
| max | load | q[3] | 860 | 6 |
| max in group asynchronous | rst | q[1] | 2430 | 1 |
| max reg2reg | q[2] | q[3] | 1820 | 4 |
| min in group clk0 | q[2] | q[2] | 600 | 2 |
| min | rst | q[0] | 600 | 1 |
| min reg2reg | q[2] | q[2] | 600 | 2 |
## final cells by class
type,count,area (µm²)
fillers,405,2905
multi-input cells,27,210.2
repair buffers,12,120.1
flip-flops and latches,4,100.1
well taps,46,57.56
clock buffers,3,22.52
## metrics by stage
step                      cell area (µm²)  setup WS, ps  power, mW
final                               510.5         855.3     0.2154
after global routing                510.5         687.7     0.2331
after CTS                           510.5         840.8     0.2223
after detailed placement            488.0         591.2     0.1560
after global placement              488.0         656.3     0.1541
after floorplan                     315.3          1241     0.1130
## layer usage
| layer | vias up | GRT usage (%) | part of all wire (%) |
|---|---|---|---|
| met5 | - | 0 | 0 |
| met4 | 0 | 0.7042 | 0 |
| met3 | 0 | 1.023 | 6.5 |
| met2 | 7 | 4.334 | 48 |
| met1 | 118 | 3.206 | 45 |
| li1 | 143 | - | - |
## power by group through the flow
| stage | Combinational (mW) | Sequential, mW | Clock, mW |
|---|---|---|---|
| global route | 0.0923 | 0.0743 | 0.0665 |
| finish | 0.0813 | 0.0714 | 0.0626 |
| CTS | 0.0837 | 0.0720 | 0.0667 |
## cells in the mapped netlist
| cell type | count | area, µm² |
|---|---|---|
| sky130_fd_sc_hd__a21oi_1 | 1 | 5.000 |
| sky130_fd_sc_hd__buf_2 | 1 | 5.000 |
| sky130_fd_sc_hd__dfrtp_1 | 4 | 100.1 |
| sky130_fd_sc_hd__fa_1 | 1 | 20.02 |
| sky130_fd_sc_hd__ha_1 | 2 | 25.02 |
| sky130_fd_sc_hd__mux2i_1 | 2 | 20.02 |
| sky130_fd_sc_hd__nand2_1 | 5 | 18.77 |
| sky130_fd_sc_hd__nand2b_1 | 1 | 6.260 |
| sky130_fd_sc_hd__nand3_1 | 1 | 5.000 |
| sky130_fd_sc_hd__nand3b_1 | 1 | 7.510 |
| sky130_fd_sc_hd__nand4b_1 | 1 | 8.760 |
| sky130_fd_sc_hd__nor2_1 | 1 | 3.750 |
| sky130_fd_sc_hd__nor2_4 | 1 | 11.26 |
| sky130_fd_sc_hd__nor3b_1 | 2 | 15.01 |
| sky130_fd_sc_hd__o2111ai_2 | 1 | 15.01 |
| sky130_fd_sc_hd__o21ai_0 | 1 | 5.000 |
| sky130_fd_sc_hd__o21ai_1 | 2 | 10.01 |
| sky130_fd_sc_hd__o2bb2ai_1 | 1 | 8.760 |
| sky130_fd_sc_hd__or2b_1 | 1 | 7.510 |
| sky130_fd_sc_hd__xor2_1 | 2 | 17.52 |
## critical path: cells and delay by family
family | cells | cell delay (ps)
buf+inv | 1 | 590
fa+ha+maj | 1 | 330
compound gates | 3 | 510
simple gates | 1 | 360
## cell families (layout without fill, tap and decap cells)
logic type	Yosys count	after routing	share of synthesized area, %
AOI/OAI and AO/OA	6	6	13.89
xor gates and xnor gates	2	2	5.557
adders and majority gates	3	3	14.28
buffers and inverters	1	15	1.586
DFF	4	4	31.75
muxes	2	2	6.349
and+or+nand+nor	14	14	26.59
No activity file was given, so power comes from the tool's default toggle rates.
